### flow/run.sh
#!/bin/bash
# OpenROAD 26Q1-2900-gdf79404cd8, Yosys 0.63+post, stock flow scripts
make -C /OpenROAD-flow-scripts/flow DESIGN_CONFIG=/design/flow/config.mk WORK_HOME=/design/flow/orfs finish
### flow/config.mk
export PLATFORM = sky130hd
export DESIGN_NAME = counter
export DESIGN_NICKNAME = counter
export VERILOG_FILES = /design/flow/design.v
export SDC_FILE = /design/flow/constraint.sdc
export NUM_CORES = 4
export LEC_CHECK = 1
export CORE_AREA = 10 10 112 112
export DIE_AREA = 0 0 122 122
### flow/constraint.sdc
current_design counter

set clk_period 4.4
set clk_io_pct 0.2

create_clock -name clk0 -period $clk_period [get_ports {CLOCK}]

set non_clock_inputs [all_inputs -no_clocks]
set_input_delay [expr $clk_period * $clk_io_pct] -clock clk0 $non_clock_inputs
set_output_delay [expr $clk_period * $clk_io_pct] -clock clk0 [all_outputs]
### flow/design.v
`timescale 1ns / 1ps
module clock_divider(clk, out_clk);
    input clk;  
    output reg out_clk;  
    reg [23:0] clk_counter;  
    initial begin
        out_clk = 0;  
    end
    always @(posedge clk) begin 
        if (clk_counter == 24'hFFFFFF) begin  
            out_clk <= ~out_clk;  
            clk_counter <= 0;  
        end
        else begin
            clk_counter = clk_counter + 1;  
        end
   end     
endmodule
module counter(BUTTONS, LEDS, CLOCK);  
    input [2:0] BUTTONS;  
    input CLOCK;  
    output [3:0] LEDS;  
    reg [3:0] counter;  
    wire my_clock;  
    clock_divider div(CLOCK, my_clock);  
    always @ (posedge my_clock) begin
        if (BUTTONS[0])  
            counter <= counter + 1;  
        if (BUTTONS[1])  
            counter <= counter - 1;  
        if (BUTTONS[2])  
            counter <= 0;  
    end
    assign LEDS[3:0] = counter[3:0];  
endmodule
==> qor.csv <==
stage,metric,value,unit
run_status,run_status,"finished, final reports clean",
global_route,grt_overflow_total,0,
min_path,hold_end,div.clk_counter[0]$_SDFF_PN0_,
cells_and_area,layout_top_cells_excl_fill_tap,"28 x dfxtp_1, 18 x nor2_1, 14 x xnor2_1",
detailed_routing,vias_per_cell,3.27,
clock_network,tritoncts_clock_tree,built,
setup_path,rr_endpoint,div.clk_counter[19]$_SDFF_PN0_,
min_path,class_of_the_tightest_hold_or_removal_check,reg -> reg,
detailed_routing,count_of_vias_placed_by_the_detailed_router,930,
global_route,initial_antenna_violation_count,0,
placed_design,placed_area,1530,um2
global_route,grt_use_total,0.0289,
sta,timing.final.hold_violations,0,
setup_path,worstPathRequired,4610,ps
sta,timing_worst_slew_pin_value,406,ps
logic_synthesis,asyncSetResetFlopFracSynth,0,
setup_path,worst_r2r_path_depth,4,
detailed_routing,drc,0,
sta,setup_viol,0,
logic_synthesis,synth.yosys.num_cells,138,
power,power.static_leakage,0.548,nW
logic_synthesis,synth.yosys.chip_area,1290,um2
cells_and_area,fin_area,1570,um2
detailed_routing,initialDrtViolationCount,56,
detailed_routing,diodes_inserted,0,
clock_network,clock-root-buffer,clkbuf_8,
clock_network,clk_buf_depth,2,
logic_synthesis,ys.flop_type,dfxtp_1,
logic_synthesis,netlist_area,1290,um2
floorplan,fp-utilization,0.126,
sta,rsz0062_at_grt,false,
logic_synthesis,synth_sequential_area_ratio,0.458,
setup_path,ff2ff_setup_slack,2460,ps
sta,unclocked_pins,4,
setup_path,cp.arrival,2150,ps
logic_synthesis,ys_ff,29,
sta,timing.setup.tns,0,ps
global_route,grt_pass1_vias,847,
setup_path,r2r_start,div.clk_counter[7]$_SDFF_PN0_,
sta,clock.fmax,514,MHz
logic_synthesis,postSynthAreaPerCell,9.35,um2
sta,timing.final.max_slew_violations,0,
sta,clock_skew,3.10,ps
detailed_routing,drt_pre_antenna_iters,4,
floorplan,placement_rows,37,
power,power_density,237,nW/um2
placed_design,pre_cts_ws,2490,ps
clock_network,worst_setup_hold_path_clk_slew,90,ps
logic_synthesis,syn-instance-count,138,
cells_and_area,area.growth.synth_to_final,22.0,%
floorplan,design.die.area,14900,um2
clock_network,ctsHtreeMaxLevel,1,
run,openroad.warnings,25,
clock_network,post_cts_buffers,0,
floorplan,die.size.x,122,um
detailed_routing,routed_wire_length_per_instance,7.29,um
floorplan,top_level_ports,8,
run,maxCapViolations,0,
floorplan,design.core.area,10200,um2
sta,period_used_share,0.442,
clock_network,cts_made_buffers,3,
placed_design,dp_hpwl,1530,um
logic_synthesis,post_synth_num_cell_types,29,
placed_design,gp_congestion,0.764,
detailed_routing,route.antenna.remaining_nets,0,
logic_synthesis,synth-edff-count,1,
placed_design,place.port_buffers,7,
min_path,whs_path_depth,1,
min_path,hold_sp,div.clk_counter[0]$_SDFF_PN0_,
cells_and_area,layout_top_cell_excl_fill_tap,dfxtp_1,
global_route,grt_max_degree,15,
power,ir_drop,0.0000830,V
sta,maxSlewHeadroom,0.727,
cells_and_area,drive_gt1_frac,0.0541,
logic_synthesis,yosysWarningCount,2,
sta,setup_slack,2460,ps
setup_path,worst_setup_path_start_kind,register,
clock_network,clkLatencyLatePin,270,ps
setup_path,setup.worst_path.class,reg -> reg,
setup_path,worstSetupEndpointType,register,
floorplan,die_h,122,um
sta,final.min_clock_period,1940,ps
detailed_routing,sum_of_routed_wire_length_over_all_layers,2070,um
cells_and_area,final.fill_count,1131,
clock_network,hold_buffers,0,
global_route,first_pass_grt_wire_length,3730,um
setup_path,worst_path_fanout_max,9,
clock_network,post_cts_resize_count,0,
sta,endpoints_left_unconstrained,8,
registers in the layout (all words and copies together), names as in the netlist:
signal	flops
counter	4
div.clk_counter	24
div.out_clk	1
worst max path at each step:
stage | from | to | slack (ps) | depth (start not counted)
after global routing | div.clk_counter[0]$_SDFF_PN0_ | div.clk_counter[11]$_SDFF_PN0_ | 2340 | 6
after CTS | div.clk_counter[7]$_SDFF_PN0_ | div.clk_counter[17]$_SDFF_PN0_ | 2470 | 4
final | div.clk_counter[7]$_SDFF_PN0_ | div.clk_counter[19]$_SDFF_PN0_ | 2460 | 4
worst max-delay path, stage by stage, from the launching register on:
cell and delay (ps):
dfxtp_1 410, nand4_1 270, or4_1 690, or3_1 370
a21oi_2 130
through the flow:
step	total power, W	std cells	util	hold WS (ps)
after floorplan	0.000239	138	-	418
after global placement	0.000244	280	0.149	434
after detailed placement	0.000244	280	0.149	442
after CTS	0.000378	284	0.154	455
after global routing	0.000386	284	0.154	471
final	0.000373	284	0.154	454
final cells by class:
class	instances	area, um2	share of cell area
multi-input cells	101	667	0.424
clock inverters	1	5.00	0.00318
inverters	6	22.5	0.0143
clock buffers	3	41.3	0.0262
repair buffers	8	77.6	0.0493
flip-flops and latches	29	591	0.375
well taps	136	170	0.108
synthesized netlist by cell type (2+ instances only):
cell type  count  area [um2]
nand4_1        5        31.3
a21oi_1        4        20.0
nand3_1        6        30.0
buf_2          2        10.0
xnor2_1       14         123
dfxtp_1       28         561
nand2_1       13        48.8
and4_1         2        17.5
o211ai_1       2        15.0
inv_1          6        22.5
nor3_1         3        15.0
nand3b_1       2        15.0
xor2_1         6        52.6
nor2_1        18        67.6
nor3b_1        2        15.0
or3_1          4        25.0
o21ai_0        3        15.0
or4_1          3        22.5
ha_1           3        37.5
and3_1         3        18.8
report_power, final:
group / switching [W] / internal [W] / total [W]
Combinational: 0.00000576 / 0.00000558 / 0.0000113
Sequential: 0 / 0.000227 / 0.000227
Clock: 0.0000706 / 0.0000633 / 0.000134
Total: 0.0000764 / 0.000296 / 0.000373
routing by layer:
layer,share of wire,GRT usage,up-vias
met5,0,0,-
met4,0.0053,0.00224,0
met3,0.071,0.0113,2
met2,0.38,0.0397,12
met1,0.54,0.0433,420
li1,-,-,496
kinds of logic (layout without fill, tap and decap cells):
| group | count (synthesis) | in the layout | synth area share |
|---|---|---|---|
| buffers and inverters | 8 | 18 | 0.0252 |
| xor gates and xnor gates | 20 | 20 | 0.136 |
| DFF | 29 | 29 | 0.458 |
| and+or+nand+nor | 66 | 66 | 0.285 |
| adders and majority gates | 4 | 4 | 0.0446 |
| AOI/OAI and AO/OA | 11 | 11 | 0.0514 |
Power and IR drop assume default switching activity.
